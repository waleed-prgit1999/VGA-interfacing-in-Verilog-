[flow/config.mk]
export PLATFORM = sky130hd
export DESIGN_NAME = vga_sync
export DESIGN_NICKNAME = vga_sync
export VERILOG_FILES = /design/flow/design.v
export SDC_FILE = /design/flow/constraint.sdc
export NUM_CORES = 4
export LEC_CHECK = 1
export CORE_AREA = 10 10 100 100
export DIE_AREA = 0 0 110 110
[flow/constraint.sdc]
current_design vga_sync

set clk_period 3.3
set clk_io_pct 0.2

create_clock -name clk0 -period $clk_period [get_ports {clock_25MHz}]

set non_clock_inputs [all_inputs -no_clocks]
set_input_delay [expr $clk_period * $clk_io_pct] -clock clk0 $non_clock_inputs
set_output_delay [expr $clk_period * $clk_io_pct] -clock clk0 [all_outputs]
[flow/design.v]
`timescale 1ns / 1ps  
module vga_sync (clock_25MHz, red, green, blue, red_out, green_out, 
						blue_out, hsync, vsync, pixel_row, pixel_col);
	input clock_25MHz;
	input red;
	input green;
	input blue;
	output reg red_out;
	output reg green_out;
	output reg blue_out;
	output reg hsync;
	output reg vsync;
	output reg [9:0] pixel_row;
	output reg [9:0] pixel_col;
	reg [9:0] h_cnt;
	reg [9:0] v_cnt;
	reg  video_on;
	always @(posedge clock_25MHz)
   begin
		if (h_cnt >= 799)				 
			h_cnt <= 10'b0000000000;
		else
			h_cnt <= h_cnt + 1;
		if (h_cnt >= 659 & h_cnt <= 755)    
			hsync <= 1'b0;
		else
			hsync <= 1'b1;
		if (v_cnt >= 524 & h_cnt == 799)   
			v_cnt <= 10'b0000000000;
		else if (h_cnt == 799)
			v_cnt <= v_cnt + 1;
		if (v_cnt >= 493 & v_cnt <= 494)
			vsync <= 1'b0;
		else
			vsync <= 1'b1;
		if (h_cnt <= 639 & v_cnt <= 479)
			video_on = 1'b1;
		else
			video_on = 1'b0;
		pixel_col <= h_cnt;   
		pixel_row <= v_cnt;
		red_out <= red & video_on;
		green_out <= green & video_on;
		blue_out <= blue & video_on;
   end
endmodule  
[flow/run.sh]
#!/bin/bash
# OpenROAD 26Q1-2900-gdf79404cd8, Yosys 0.63+post, stock flow scripts
make -C /OpenROAD-flow-scripts/flow DESIGN_CONFIG=/design/flow/config.mk WORK_HOME=/design/flow/orfs finish
==> insert_results.sql <==
-- metrics for the results database
INSERT INTO impl_metrics (metric_group, metric, value, unit) VALUES
('clocking', 'clkLatencyLatePin', '0.30', 'ns'),
('die', 'fp-utilization', '19.9', '%'),
('power_and_ir_drop', 'power_switching', '0.000186', 'W'),
('clocking', 'cts.root.buffer_cell', 'sky130_fd_sc_hd__clkbuf_8', ''),
('synthesis', 'synth.yosys.warnings', '1', ''),
('sta', 'max-slew-margin-rel', '49.0', '%'),
('route', 'antenna_violating_nets_post_route', '0', ''),
('sta', 'finalClockPeriodUsage', '64.0', '%'),
('global_route', 'globalRouteTotalUtil', '5.26', '%'),
('sta', 'final_critical_path_setup_slack', '1.19', 'ns'),
('power_and_ir_drop', 'comb_pwr_share', '0.4', '%'),
('route', 'antenna-diode-count', '0', ''),
('die', 'chipArea', '0.0121', 'sq mm'),
('critical_path', 'timing.critical_path.required', '3.48', 'ns'),
('clocking', 'clkSinkCount', '45', ''),
('synthesis', 'enable_flop_cells', '0', ''),
('synthesis', 'synthFlopType', 'sky130_fd_sc_hd__dfxtp_1', ''),
('synthesis', 'postSynthCellCount', '147', ''),
('power_and_ir_drop', 'switching_share', '21.1', '%'),
('synthesis', 'ys_ff', '45', ''),
('global_route', 'grt_antenna_before_repair', '0', ''),
('power_and_ir_drop', 'seq_pwr_share', '61.5', '%'),
('placement', 'place_inst', '272', ''),
('placement', 'dpl_worst_slack', '1.20', 'ns'),
('cells_and_area', 'synth_to_layout_area_growth', '30.2', '%'),
('synthesis', 'post_synth_num_cell_types', '35', ''),
('die', 'floorplan.core_area', '0.00781', 'sq mm'),
('sta', 'finalHoldViolations', '0', ''),
('clocking', 'cts-buffers-inserted', '5', ''),
('sta', 'final-setup-viol-count', '0', ''),
('clocking', 'cts.repair.resized', '0', ''),
('cells_and_area', 'final_layout_size_suffix_gt1_share', '6.74', '%'),
('synthesis', 'ys_seq_share', '58.1', '%'),
('route', 'num_vias', '1068', ''),
('die', 'io_pins', '29', ''),
('synthesis', 'syn-cell-area', '0.00155', 'sq mm'),
('sta', 'timing.fmax', '473', 'MHz'),
('global_route', 'grt-ovfl-total', '0', ''),
('route', 'post_drt_wl_per_cell', '11.1', 'microns'),
('global_route', 'grt_start_max_net_pins', '16', ''),
('clocking', 'max-clock-path-buffers', '2', ''),
('min_path', 'holdPathStages', '0', ''),
('global_route', 'grt_first_pass_wirelength', '5260', 'microns'),
('power_and_ir_drop', 'totalPowerFinal', '0.000881', 'W'),
('status', 'outcome', 'finished, final reports clean', ''),
('die', 'die.size.y', '110', 'microns'),
('clocking', 'cts.hold.buffers_added', '0', ''),
('sta', 'layout_min_cycle_time', '2.11', 'ns'),
('critical_path', 'timing.critical_path.to_type', 'register', ''),
('power_and_ir_drop', 'internal_power', '0.000695', 'W'),
('placement', 'hpwl', '2250', 'microns'),
('route', 'dr.first_iter.drc_count', '89', ''),
('critical_path', 'crit_path_arrival_time', '2.29', 'ns'),
('placement', 'numPortBuffers', '28', ''),
('clocking', 'post_cts_buffers', '0', ''),
('synthesis', 'synth-async-reset-ratio', '0', '%'),
('route', 'routed_via_density', '3.81', ''),
('critical_path', 'worst_reg2reg_endpoint', 'v_cnt[7]', ''),
('power_and_ir_drop', 'worst_ir_drop_vdd', '0.000154', 'V'),
('min_path', 'hold_path_startpoint', 'h_cnt[1]', ''),
('sta', 'finalClockSkew', '0.00752', 'ns'),
('critical_path', 'worst_r2r_path_depth', '5', ''),
('critical_path', 'critical_path_class', 'reg2reg', ''),
('power_and_ir_drop', 'power.static_leakage', '0.712', 'nW'),
('synthesis', 'yosysCellCount', '147', ''),
('sta', 'timing.setup.tns', '0', 'ns'),
('min_path', 'min-delay-path-class', 'reg2reg', ''),
('flow_run', 'warnings', '29', ''),
('clocking', 'tritoncts', 'done', ''),
('global_route', 'grt_pass1_vias', '1053', ''),
('synthesis', 'avgSynthCellArea', '10.5', 'sq um');
[cells in the final DEF (no fill, tap or decap), types with 2 or more instances in the layout]
master	netlist	layout
sky130_fd_sc_hd__dfxtp_1	45	45
sky130_fd_sc_hd__o21ai_0	3	3
sky130_fd_sc_hd__nor2_1	18	18
sky130_fd_sc_hd__nand3_1	6	6
sky130_fd_sc_hd__ha_1	5	5
sky130_fd_sc_hd__nor3_1	4	4
sky130_fd_sc_hd__a21oi_1	7	7
sky130_fd_sc_hd__or3_1	3	3
sky130_fd_sc_hd__xor2_1	5	5
sky130_fd_sc_hd__and2_1	3	3
sky130_fd_sc_hd__and4_1	2	2
sky130_fd_sc_hd__clkdlybuf4s50_1	0	28
sky130_fd_sc_hd__clkbuf_8	0	5
sky130_fd_sc_hd__xnor2_1	6	6
sky130_fd_sc_hd__nand4_1	4	4
sky130_fd_sc_hd__inv_1	4	4
sky130_fd_sc_hd__nand2_1	7	7
sky130_fd_sc_hd__nor4_1	4	4
[power by group through the flow]
stage | Sequential [W] | Clock, W | Combinational, W
after CTS | 0.000542 | 0.000343 | 0.00000367
after global routing | 0.000543 | 0.000379 | 0.00000390
final | 0.000542 | 0.000335 | 0.00000360
[per-stage QoR]
stage	utilization (%)	hold WS, ns	area (sq um)
after global placement	24.7	0.378	1930
after detailed placement	24.7	0.381	1930
after floorplan	-	0.326	1550
after CTS	25.8	0.394	2020
after global routing	25.8	0.410	2020
final	25.8	0.391	2020
[sequential cells by signal (all words and copies together), names as in the netlist]
| name | cells |
|---|---|
| h_cnt | 10 |
| pixel_col | 10 |
| pixel_row | 10 |
| v_cnt | 10 |
| blue_out | 1 |
| green_out | 1 |
| hsync | 1 |
| red_out | 1 |
| vsync | 1 |
[cell type report]
| class | instances | area (sq um) |
|---|---|---|
| fillers | 834 | 5790 |
| clock buffers | 5 | 68.8 |
| flip-flops and latches | 45 | 901 |
| multi-input cells | 93 | 604 |
| inverters | 4 | 15.0 |
| repair buffers | 28 | 280 |
| well taps | 102 | 128 |
| clock inverters | 3 | 21.3 |
[synth_stat cells (all sizes together) (5+ instances only)]
master	n	share of area, %
nand2	7	1.7
nor4	5	2.4
nor2	18	4.4
xor2	5	2.8
nand3	6	1.9
dfxtp	45	58
ha	5	4.0
xnor2	6	3.4
a21oi	7	2.3
[cells by family (layout without fill, tap and decap cells)]
family                     Yosys count  count (layout)  share of synthesized area (%)
muxes                                1               1                          0.646
and+or+nand+nor                     60              60                           21.5
DFF                                 45              45                           58.1
AOI/OAI and AO/OA                   16              16                           6.62
adders and majority gates            5               5                           4.04
buffers and inverters                9              40                           2.90
xor gates and xnor gates            11              11                           6.21
[worst max-delay path, cell delays in order, from the launching register on]
cell and delay [ns]:
sky130_fd_sc_hd__dfxtp_1 0.39, sky130_fd_sc_hd__ha_1 0.25, sky130_fd_sc_hd__nand4_1 0.30, sky130_fd_sc_hd__nor3_1 0.51, sky130_fd_sc_hd__and3_1 0.44, sky130_fd_sc_hd__nor4_1 0.11
[how the worst max path moves through the flow]
stage / start / endpoint / slack, ns / cells after the start
after CTS: h_cnt[0] / v_cnt[7] / 1.19 / 5
after global routing: h_cnt[0] / v_cnt[7] / 1.01 / 5
final: h_cnt[0] / v_cnt[7] / 1.19 / 5
[routing by layer]
metal | part of all wire (%) | vias up | global-route usage, %
li1 | - | 568 | -
met1 | 46 | 467 | 7.34
met2 | 39 | 24 | 7.71
met3 | 12 | 9 | 2.06
met4 | 2.5 | 0 | 0.929
met5 | 0 | - | 0
