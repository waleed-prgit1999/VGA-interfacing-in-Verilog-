`flow/design.v`:
```
`timescale 1ns / 1ps  
module ball (v_sync, pixel_row, pixel_col, red, green, blue);
	input v_sync;
	input [9:0] pixel_row;
	input [9:0] pixel_col;
	output wire red;
	output wire green;
	output wire blue;
	parameter size1 = 2;
	parameter size = 40;
	parameter	r=80;
	reg ball_on;
	reg [9:0] ball_x = 320;
	reg [9:0] ball_y = 200;
	reg [9:0] ball_y_motion = 10'b0000000100;
	assign red = 1'b1;
assign green = ~ball_on;
assign blue = ~ball_on;
	always @(ball_x or ball_y or pixel_row or pixel_col)
	begin
		if((((pixel_row - ball_x)*(pixel_row - ball_x)+(pixel_col - ball_y)*(pixel_col - ball_y)))<=r*r)
		begin
			ball_on <= 1'b 1;
		end
		else
      begin
			ball_on <= 1'b 0;
      end
   end
	always @(posedge v_sync)
	begin
		if (ball_y + size >= 480)
		begin
			ball_y_motion <= 10'b1111111100;   
		end
		else if (ball_y <= size)
		begin
			ball_y_motion <= 10'b0000000100;   
		end
		ball_y <= ball_y + ball_y_motion;   
	end
endmodule  
```
`flow/run.sh`:
```
#!/bin/bash
# OpenROAD 26Q1-2900-gdf79404cd8, Yosys 0.63+post, stock flow scripts
make -C /OpenROAD-flow-scripts/flow DESIGN_CONFIG=/design/flow/config.mk WORK_HOME=/design/flow/orfs finish
```
`flow/config.mk`:
```
export PLATFORM = sky130hd
export DESIGN_NAME = ball
export DESIGN_NICKNAME = ball
export VERILOG_FILES = /design/flow/design.v
export SDC_FILE = /design/flow/constraint.sdc
export NUM_CORES = 4
export LEC_CHECK = 1
export CORE_UTILIZATION = 40
```
`flow/constraint.sdc`:
```
current_design ball

set clk_period 23.3
set clk_io_pct 0.2

create_clock -name clk0 -period $clk_period [get_ports {v_sync}]

set non_clock_inputs [all_inputs -no_clocks]
set_input_delay [expr $clk_period * $clk_io_pct] -clock clk0 $non_clock_inputs
set_output_delay [expr $clk_period * $clk_io_pct] -clock clk0 [all_outputs]
```
==> run notes <==
run results: HP Class=register to register, measured slew at the worst slew-check pin=0.655 ns, Hold WS=0.506 ns, Post-Syn Instances=between 1000 and 1500, die x size=roughly 160 microns, slowest cell on the critical path=fa_1, initial drt markers=210, largest net degree at the start of global routing=19, DRT met1 WL=7710 microns, crit start category=input port, total negative slack=0 ns, Synth Warn #=1, first-pass GRT wire length=32900 microns, status=finished, final reports clean, max frequency=0.0535 GHz, die height=157 microns, layout cell share with drive strength beyond 1=1.81%, Ports=24, first drt pass iteration count=4, core region area=roughly 24000 sq um, met2 routed WL=9100 microns, initial antenna violation count=0, DRC=0, fraction of registers with async set/reset=0%, CTS tree=done, hpwl dp=16500 microns, Final Instance Area=10300 sq um, netlist area before placement=9660 sq um, YS chip area=between 9000 and 10000 sq um, clk sinks=9, highest routed layer=met4, TritonCTS Buffers=3, Final ANT Viol Nets=0, worst endpoint required time=18.64 ns, Slew HR=a little under three fifths, Clock Path Buffers=2, crit-path most repeated cell=fa_1, Seq/Total Area, Yosys=approximately 1.9%, RSZ-0062 raised after global routing=no, Reg clk slew, reported paths=0.04 ns, Port-buffer cells=22, Final Hold Vio Count=0, final wirelength=18000 microns, Tmin final=about 19 ns, ys cells=1040, family with the most delay on the worst path=adder cells, Area Growth Syn to Fin=6.80%, GRT overflow=0, crit end category=output pin, Starting Density=approximately 40%, pre-CTS WS=4.54 ns, fin crit share=approximately 80%, vias=between 6000 and 7000, GR Util All Layers=18.1%, Post-synth regs=9, Resized cells post-CTS=0, final setup fails=0, distinct lib cells=approximately 52, number of global-route vias before repair=6974, Late-Pin Clk Latency=between 0.2 and 0.25 ns, flip-flops with a built-in enable=0, number of H-tree levels=1, FP Rows=56, crit path kind=input port to output pin, top_reg_cell synth=dfxtp_1, Vias/cell=around 4.6, Post-CTS Setup Inserts=0, Bufs and invs on worst path=8, Root Driver=clkbuf_16, Setup Skew=just under 0.0005 ns, die area=24800 sq um, gpl congestion=0.889, CP peak stage delay=0.59 ns, Final WS setup=4.60 ns, Max Cap Viol=0, CP Max Fanout=18, met3 WL=971 microns, critical path arrival=between 10 and 15 ns, final core utilization=43.8%, tool warnings=33, Antenna diodes=0, Avg Synthesized Cell Area=9.28 sq um, WL per Instance=between 10 and 15 microns, max-slew violation count=0, Cell Area, Placed=about 10000 sq um, hold buffer count at cts=0
==> metrics by stage <==
stage,instances
floorplan,1040
global placement,1367
detailed placement,1367
CTS,1371
global route,1371
finish,1371
==> final timing paths <==
kind / from / end / slack, ns / cells after the start
hold reg to reg: ball_y[2]$_DFF_P_ / ball_y[2]$_DFF_P_ / 0.51 / 1
hold / removal: ball_y[2]$_DFF_P_ / ball_y[2]$_DFF_P_ / 0.51 / 1
setup reg to reg: ball_y_motion[8]$_SDFFE_PP1P_ / ball_y[9]$_DFF_P_ / 21.20 / 8
setup / recovery: pixel_col[2] / blue / 4.60 / 34
==> layout make-up <==
type / count / area, sq um
Tap cell: 319 / 399
Inverter: 331 / 1240
Sequential cell: 9 / 180
Timing Repair Buffer: 27 / 258
Clock buffer: 4 / 78.8
Multi-Input combinational cell: 681 / 8150
Fill cell: 2317 / 13200
==> synth_stat cells, types with 2 or more instances <==
master / n / area, sq um
and2_1: 28 / 175
o21ai_1: 5 / 25.0
buf_4: 2 / 15.0
or2_2: 8 / 50.1
fa_1: 249 / 4980
nand2_1: 55 / 206
o21bai_1: 3 / 22.5
a22oi_1: 2 / 15.0
a31oi_1: 2 / 12.5
xor2_1: 9 / 78.8
o21a_1: 5 / 37.5
nor4_1: 2 / 12.5
nand3b_1: 3 / 22.5
xnor2_1: 29 / 254
nor2_1: 54 / 203
or3_1: 6 / 37.5
nor2b_1: 17 / 106
a21oi_1: 20 / 100
and3_1: 3 / 18.8
mux2i_1: 3 / 30.0
ha_1: 100 / 1250
clkbuf_1: 17 / 63.8
nand3_1: 2 / 10.0
nand4_1: 3 / 18.8
a21boi_0: 4 / 30.0
nand2b_1: 12 / 75.1
o21ai_0: 16 / 80.1
dfxtp_1: 9 / 180
nor3b_1: 3 / 22.5
inv_1: 330 / 1240
o211ai_1: 2 / 15.0
a21o_1: 5 / 37.5
nor3_1: 13 / 65.1
==> logic make-up (layout without fill, tap and decap cells) <==
group	after synthesis	in the layout	share of synthesized area [%]
AND-OR/OR-AND	77	77	5.13
XOR/XNOR	38	38	3.45
buffers and inverters	350	362	13.7
multiplexers	3	3	0.311
flip-flops	9	9	1.87
AND/OR/NAND/NOR	213	213	10.9
other	1	1	0.0388
adder cells (fa/ha/maj)	349	349	64.6
==> flip-flops by register name, summed over array words and instances, names as in the netlist <==
signal,cells
ball_y_motion,1
ball_y,8
==> cell usage in the layout, fill, tap and decap left out, types with 2 or more instances in the layout <==
| cell type | count |
|---|---|
| or2_2 | 8 |
| o211ai_1 | 2 |
| o21a_1 | 5 |
| ha_1 | 100 |
| nor2b_1 | 17 |
| a31oi_1 | 2 |
| o21ai_1 | 5 |
| clkdlybuf4s50_1 | 22 |
| nand3b_1 | 3 |
| and3_1 | 3 |
| nand4_1 | 3 |
| o21bai_1 | 3 |
| o21ai_0 | 16 |
| buf_4 | 5 |
| and2_1 | 28 |
| a21boi_0 | 4 |
| xnor2_1 | 29 |
| mux2i_1 | 3 |
| xor2_1 | 9 |
| or3_1 | 6 |
| inv_1 | 330 |
| nor3b_1 | 3 |
| nor2_1 | 54 |
| clkbuf_16 | 3 |
| nand2_1 | 55 |
| dfxtp_1 | 9 |
| a21oi_1 | 20 |
| nand2b_1 | 12 |
| a21o_1 | 5 |
| nor3_1 | 13 |
| a22oi_1 | 2 |
| nand3_1 | 2 |
| fa_1 | 249 |
| nor4_1 | 2 |
==> per-layer routing <==
layer / up-vias / track usage, %
met5: - / 0
met2: 123 / 30.7
met4: 0 / 1.62
met3: 11 / 3.20
met1: 3159 / 26.3
li1: 3051 / -
