[flow/config.mk]
export PLATFORM = sky130hd
export DESIGN_NAME = controller
export DESIGN_NICKNAME = controller
export VERILOG_FILES = /design/flow/design.v
export SDC_FILE = /design/flow/constraint.sdc
export NUM_CORES = 4
export LEC_CHECK = 1
export CORE_AREA = 10 10 83 83
export DIE_AREA = 0 0 93 93
[flow/constraint.sdc]
current_design controller

set clk_period 4.0
set clk_io_pct 0.2

create_clock -name clk0 -period $clk_period [get_ports {clk_25}]

set non_clock_inputs [all_inputs -no_clocks]
set_input_delay [expr $clk_period * $clk_io_pct] -clock clk0 $non_clock_inputs
set_output_delay [expr $clk_period * $clk_io_pct] -clock clk0 [all_outputs]
[flow/design.v]
`timescale 1ns / 1ps
module controller(
		input [9:0] s_pixel_row, s_pixel_col,
		input clk_25,
		output reg [15:0] address =0
	);
always@(posedge clk_25)
begin
	if(s_pixel_row < 256 && s_pixel_col < 256)
		begin
			address = address+1;
		end
	else 
		begin
			address = address;
		end
	if (address == 65536)
		address = 0;
end
endmodule
[flow/run.sh]
#!/bin/bash
# OpenROAD 26Q1-2900-gdf79404cd8, Yosys 0.63+post, stock flow scripts
make -C /OpenROAD-flow-scripts/flow DESIGN_CONFIG=/design/flow/config.mk WORK_HOME=/design/flow/orfs finish
==> impl_metrics.csv <==
group,metric,value,unit
layout,largest_reg_flops,16,
floorplan,io_pins,37,
pwr,leakagePower,0.384,nW
timing,max_freq,0.488,GHz
yosys,synth_warnings,1,
detailed_routing,drtIter0Drc,61,
global_route,grt_first_pass_wirelength,2.82,mm
setup_path,critPathTopFamily,"buffers and inverters",
timing,finalClockSkew,3.65,ps
floorplan,rows,26,
yosys,synth.distinct_cells,18,
floorplan,fp-utilization,16.1,%
floorplan,die_y,93,µm
yosys,synth_top_cell_by_count,"edfxtp_1",
worst_hold_path,hold_path.class,"register to register",
global_route,grt-ovfl-total,0,
place,place_congestion,0.756,
timing,setup_viol,0,
detailed_routing,wirelength,1.71,mm
pwr,ir_drop,0.205,mV
setup_path,cp_max_fo,5,
floorplan,core,5140,µm²
job,cap_violations,0,
run_status,outcome,"complete, no violations",
yosys,yosys.stat.seqShare,58.2,%
clock_tree,cts_inserted_buffers,3,
setup_path,crit_path_top_delay_cell,"clkdlybuf4s50_1",
clock_tree,cts.path.max_buffers,2,
detailed_routing,vias,541,
global_route,antenna_found_initial,0,
clock_tree,postCtsSetupRepairBufs,0,
detailed_routing,drtPass1Iterations,4,
timing,min_period,2050,ps
place,dp_hpwl,1.33,mm
layout,final_area,1170,µm²
global_route,grt_pass1_vias,560,
clock_tree,clock_sinks,16,
setup_path,criticalPathCategory,"register to output pin",
clock_tree,cts_tree,"yes",
detailed_routing,antenna_left,0,
yosys,edf_count,16,
floorplan,chipArea,8650,µm²
yosys,ys_async_sr_fraction,0,%
timing,post-route-period-util,51.3,%
global_route,grt.total_usage,4.00,%
setup_path,required,3200,ps
setup_path,end_kind,"output pin",
place,post_dp_cell_area,1130,µm²
timing,setup_tns,0,ps
yosys,flop_cell,"edfxtp_1",
yosys,ys_chip_area,826,µm²
setup_path,critPathBufInv,1,
yosys,topCellsByArea,"edfxtp_1, xor2_1, xnor2_1",
clock_tree,clock_tree.root_cell,"clkbuf_8",
layout,drive_above_1_share,15.9,%
timing,slew_headroom,83.0,%
detailed_routing,drc,0,
floorplan,fp.dieW,93,µm
clock_tree,post_cts_resized,0,
clock_tree,h-tree-depth,1,
setup_path,max_stage_delay,520,ps
yosys,top_area_cell,"edfxtp_1",
detailed_routing,wl_met2,721,µm
detailed_routing,drt-met1-wl,834,µm
place,place_inst,148,
pwr,p_per_area,277,nW/µm²
yosys,top_cells_by_count,"edfxtp_1, xor2_1, nand2_1, xnor2_1",
yosys,yosys_cells,57,
yosys,syn-mean-instance-area,14.5,µm²
layout,area_delta_synth_final,42.0,%
place,port_buffers,20,
detailed_routing,vias_per_cell,3.56,
yosys,synth_flops,16,
clock_tree,clk_pin_slew,60,ps
clock_tree,clk_latency,250,ps
timing,drv_slew,0,
yosys,syn_inst,57,
timing,worst_slew_pin_slew,252,ps
detailed_routing,wl_per_cell,11.2,µm
timing,hold_viol,0,
job,warnings,41,
yosys,synth_area,826,µm²
detailed_routing,wl_met3,146,µm
clock_tree,ctsHoldBuffers,0,
setup_path,start_kind,"register",
global_route,grt_start_max_net_pins,17,
layout,stdcell_count,152,
setup_path,cp.arrival,1250,ps
yosys,top_area_share,58.2,%
timing,rsz0062_at_grt,"false",
detailed_routing,dr.max_layer_used,"met4",
setup_path,crit_chain,"clkdlybuf4s50_1",
detailed_routing,antenna_cells,0,
==> metrics by stage <==
| stage | hold slack (ps) | power [mW] | util (%) | setup WS, ps |
|---|---|---|---|---|
| floorplan | 547 | 0.197 | - | 1090 |
| global placement | 594 | 0.207 | 21.9 | 1940 |
| detailed placement | 597 | 0.208 | 21.9 | 1930 |
| CTS | 610 | 0.327 | 22.8 | 1940 |
| global route | 643 | 0.339 | 22.8 | 1890 |
| finish | 606 | 0.325 | 22.8 | 1950 |
==> worst paths after layout <==
kind | from | slack, ps | end | depth (start not counted)
max | address[8] | 1950 | address[8] | 1
min | address[15] | 610 | address[15] | 1
max reg2reg | address[0] | 2510 | address[14] | 4
min reg2reg | address[15] | 610 | address[15] | 1
==> power by group <==
group | switching (mW) | internal (mW) | leakage (nW)
Combinational | 0.00494 | 0.00953 | 0.216
Clock | 0.0532 | 0.0679 | 0.0231
Sequential | 0.00351 | 0.186 | 0.145
==> routing by layer <==
metal	global-route usage (%)	vias up
met5	0	-
li1	-	264
met1	5.31	255
met3	2.02	2
met2	6.07	20
met4	0.129	0
==> cells in the final DEF, fill, tap and decap left out <==
| cell | instances |
|---|---|
| buf_4 | 1 |
| clkinv_1 | 1 |
| nand4_1 | 2 |
| nor4b_4 | 2 |
| clkbuf_8 | 3 |
| edfxtp_1 | 16 |
| nor4_2 | 3 |
| nand3_2 | 1 |
| nor2_1 | 2 |
| and4_4 | 1 |
| and3_1 | 1 |
| xor2_1 | 8 |
| nand4_4 | 1 |
| nand3_1 | 2 |
| inv_1 | 2 |
| nand4_2 | 1 |
| nand2_1 | 6 |
| clkdlybuf4s50_1 | 20 |
| nor3_1 | 2 |
| xnor2_1 | 6 |
| ha_1 | 1 |
==> cells by family after synthesis <==
| family | after synthesis | synth area share, % |
|---|---|---|
| AND/OR/NAND/NOR | 24 | 24.5 |
| XOR/XNOR | 14 | 14.8 |
| buffers and inverters | 2 | 0.909 |
| flip-flops | 16 | 58.2 |
| adder cells (fa/ha/maj) | 1 | 1.51 |
==> cell type report <==
cell class,count,area (µm²)
Fill cell,562,3970
Tap cell,70,87.6
Sequential cell,16,480
Timing Repair Buffer,21,208
Clock inverter,1,3.75
Clock buffer,3,41.3
Multi-Input combinational cell,39,344
Inverter,2,7.51
Power and IR drop assume default switching activity.
